==> ./design.v <==
module WriteBurst #(parameter BW=8)(       
	input  logic        clock    ,         
	input  logic        reset    ,         
	input  logic [2*BW-1:0] data     ,     
	input  logic        valid_in ,         
	output logic [BW-1:0] out      ,       
	output logic        valid_out          
);
	logic [BW-1:0] temp1;                  
	logic [BW-1:0] temp2;                  
	logic valid_out1,valid_out2;           
	assign out = (clock) ? temp2 : temp1;            
	assign valid_out = (valid_out1 & valid_out2);    
	always_ff @(negedge clock) begin : proc_valid1  
		if(reset) begin                              
			valid_out1 <= 0;
		end else begin                              
			valid_out1 <= valid_in;                  
		end
	end
	always_ff @(posedge clock) begin : proc_valid2   
		if(reset) begin                              
			valid_out2 <= 0;
		end else begin
			valid_out2 <= valid_in;                  
		end
	end
	always @ (posedge clock) begin             
		if(valid_in)
			temp1 <= data[BW-1:0];
	end
	always @ (negedge clock) begin             
		if(valid_in)
			temp2 <= data[2*BW-1:BW];
	end
endmodule:WriteBurst
==> ./run.sh <==
#!/bin/bash
# OpenROAD 26Q1-2900-gdf79404cd8, Yosys 0.63+post, stock flow scripts
make -C /OpenROAD-flow-scripts/flow DESIGN_CONFIG=/design/flow/config.mk WORK_HOME=/design/flow/orfs finish
==> ./config.mk <==
export PLATFORM = sky130hd
export DESIGN_NAME = WriteBurst
export DESIGN_NICKNAME = WriteBurst
export VERILOG_FILES = /design/flow/design.v
export SDC_FILE = /design/flow/constraint.sdc
export NUM_CORES = 4
export LEC_CHECK = 1
export CORE_AREA = 10 10 81 81
export DIE_AREA = 0 0 91 91
==> ./constraint.sdc <==
current_design WriteBurst

set clk_period 1.1
set clk_io_pct 0.2

create_clock -name clk0 -period $clk_period [get_ports {clock}]

set non_clock_inputs [all_inputs -no_clocks]
set_input_delay [expr $clk_period * $clk_io_pct] -clock clk0 $non_clock_inputs
set_output_delay [expr $clk_period * $clk_io_pct] -clock clk0 [all_outputs]
==> Changelog: implementation <==
## Flow update

* Run status: complete, but fails checks
* Failing checks: setup timing
* Routed vias at 439
* WP buf/inv at 1
* RSZ-0062 raised after global routing: yes
* Slew Limit Fails at 0
* Final setup viols at 9
* Final tally of hold violations at 0
* Synthesis area per yosys at 668 sq um
* Hold Path Class: in2reg
* Antenna cells at 0
* Die area at 0.00828 sq mm
* Main flop type: edfxtp_1
* Max_cap viols at 0
* Area Growth Syn to Fin at 86.0%
* Worst-path clk slew at 0.07 ns
* Tool Warnings at 44
* CTS tree: done
* Power, Total at 2.81 mW
* Largest net degree at the start of global routing at 11
* First-pass GRT wire length at about 2300 um
* Ports at 28
* Async set-reset flop share out of synthesis at 0%
* Yosys cell types at 7
* Core footprint at 0.00482 sq mm
* Iteration count of the initial detailed-routing pass at 2
* Slew headroom at between 90% and 100%
* Vias per inst at 3.03
* CP delay by family, top: flip-flops
* Flops after synth at 18
* Syn. warnings at 1
* Peak supply drop at 0.000772 V
* Total leakage power at between 0.5 and 0.6 nW
* GR Util All Layers at between 3 and 4%
* Hold Buf Count CTS at 0
* Worst-Margin Slew at 0.118 ns
* Routed WL per cell at 10.4 um
* Post-route DRC at 0
* Vias in the first global route at 600
* Post-route setup slack at -0.825 ns
* Setup tns final at -7.15 ns
* Power Dens Cells at 2270 mW/mm^2
* Max-area cell share at 71.9%
* I/O Buffers at 27
* Mapped Area at 668 sq um
* Setup crit end kind: output pin
* Crit start category: register
* WHS at 0.415 ns
* Avg Inst Size Synth at 22.3 sq um
* Critical path's slowest cell: edfxtp_1
* Synth Seq Share at 77.9%
* Cell Chain, Critical Path: mux2_4, buf_6
* WP data required at ~0.88 ns
* Crit-path max FO at 1
* Post-Syn Instances at 30
* Synth top cells by count: edfxtp_1 (16), mux2_4 (8), dfxtp_1 (2)
* Antenna violations before repair at 0
* Num rows at 25
* Die Width at 91 um
* Die H at about 91 um
* Antenna Nets Post-Route at 0
* Grt ovf at 0
* Fp_density at 13.9%
* Critical Path AT at 1.71 ns
* Flip-flops with a built-in enable at 16
* Yosys cell count at 30
* Placer congestion estimate at between 0.6 and 0.7
* Layout cells sized above 1 at 42.3%
* Initial DRC count at 5
* Total wire length at 1510 um
* Crit Path Category: reg2out
* Slowest stage delay, CP at ~0.35 ns
* Dominant cell by count in the synthesized netlist: edfxtp_1
* Top cells by area: edfxtp_1 (72%), mux2_4 (18%), dfxtp_1 (6.0%)
* Synth area leader: edfxtp_1
[per-layer routing]
metal	global-route usage, %	vias up	wire length (um)
li1	-	208	-
met1	2.41	181	451
met2	4.71	37	650
met3	4.73	13	268
met4	3.92	0	135
met5	0	-	0
[worst paths after layout]
path                  from        to  slack, ns  cells after the start
setup / recovery  temp2[7]    out[7]      -0.83                      2
hold / removal     data[4]  temp1[4]       0.42                      1
[sequential cells by signal, indices dropped and copies added, names as in the netlist]
name,flops
valid_out2,1
valid_out1,1
temp1,8
temp2,8
[layout by cell type, fill, tap and decap left out, drive strengths merged]
cell type | Yosys | final
nor2b | 1 | 1
dfxtp | 2 | 2
buf | 1 | 14
bufbuf | 0 | 1
inv | 1 | 9
clkdlybuf4s50 | 0 | 17
and2 | 1 | 1
clkbuf | 0 | 8
clkdlybuf4s15 | 0 | 1
edfxtp | 16 | 16
mux2 | 8 | 8
[repair_timing]
item,4_1_cts,5_1_grt
buffers inserted,4,0
resized,39,4
setup endpoints to repair,18,9
cloned,1,0
pin swaps,0,0
[per-stage QoR]
stage          setup WS (ns)  std cells  util (%)  area [sq um]
2_1_floorplan         -0.242         30         -           668
3_3_place_gp          -0.645        124      21.4          1030
3_5_place_dp          -0.649        124      21.4          1030
4_1_cts               -0.843        145      25.4          1220
5_1_grt               -0.895        145      25.8          1240
6_report              -0.825        145      25.8          1240
[cell type report]
| type | instances | area (sq um) |
|---|---|---|
| clock inverters | 9 | 33.8 |
| well taps | 67 | 83.8 |
| repair buffers | 25 | 275 |
| multi-input cells | 10 | 135 |
| flip-flops and latches | 18 | 520 |
| clock buffers | 16 | 194 |
| fillers | 501 | 3570 |
[power by group]
part	total (mW)	switching [mW]	internal [mW]	leakage, nW
sequential	0.816	0.0120	0.804	0.173
combinational	0.113	0.0253	0.0877	0.132
clock	1.89	0.602	1.28	0.217
[kinds of logic after synthesis]
kind of cell	Yosys count	share of synthesized area (%)
flip-flops	18	77.9
buffers and inverters	2	2.25
AND/OR/NAND/NOR	2	1.87
multiplexers	8	18.0
Power figures rest on the tool's default switching activity, not on a simulated workload.
