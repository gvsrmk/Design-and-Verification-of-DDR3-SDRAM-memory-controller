==> design.v <==
module ReadBurst #(parameter BW = 8)(input logic clock,    
				  input logic [BW-1:0] data_in,             
				  output logic [BW*2-1:0] out);             
logic [BW-1:0] temp1;								        
logic [BW-1:0] temp2;
logic valid_out;								            
always @ (posedge clock) begin             
	temp2 <= data_in;
end
always @ (negedge clock) begin             
	temp1 <= data_in;
end
always_ff @ (negedge clock) begin          
	out <= {temp2, temp1};
end
endmodule  
==> run.sh <==
#!/bin/bash
# OpenROAD 26Q1-2900-gdf79404cd8, Yosys 0.63+post, stock flow scripts
make -C /OpenROAD-flow-scripts/flow DESIGN_CONFIG=/design/flow/config.mk WORK_HOME=/design/flow/orfs finish
==> config.mk <==
export PLATFORM = sky130hd
export DESIGN_NAME = ReadBurst
export DESIGN_NICKNAME = ReadBurst
export VERILOG_FILES = /design/flow/design.v
export SDC_FILE = /design/flow/constraint.sdc
export NUM_CORES = 4
export LEC_CHECK = 1
export CORE_AREA = 10 10 85 85
export DIE_AREA = 0 0 95 95
==> constraint.sdc <==
current_design ReadBurst

set clk_period 1.0
set clk_io_pct 0.2

create_clock -name clk0 -period $clk_period [get_ports {clock}]

set non_clock_inputs [all_inputs -no_clocks]
set_input_delay [expr $clk_period * $clk_io_pct] -clock clk0 $non_clock_inputs
set_output_delay [expr $clk_period * $clk_io_pct] -clock clk0 [all_outputs]
==> impl_metrics.toml <==
# flow metrics
[clock_network]
postCtsHoldBufs = 0
cts.sinks = 32
cts_made_buffers = 5
clock_path_buffers = 2
cts_tree = "yes"
h-tree-depth = 2
cts_setup_buffers = 0
clock_latency_ns = 0.33
path_clk_slew_ns = 0.03
cts_root_buffer = "clkbuf_8"

[routing]
drt-initial-drc-count = 4
wl_per_cell_microns = 7.73
remaining_drc_errors = 0
antenna_cells = 0
vias = 377
dr.pass1.iters = 3
ant_nets = 0
wl_microns = 1240
vias_per_cell = 2.36

[final_timing]
tightest_slew_ns = 0.0859
finalClockSkew_ns = 0.0648
slew_viol_final = 0
setup-violations-final = 16
setup_ws_ns = -0.438
max_slew_margin_pct = 94.3
hold_viol = 0
rsz0062_at_grt = "yes"
tns_ns = -6.72

[yosys]
async_reset_ff_share_pct = 0
edf_count = 0
synth.distinct_cells = 2
ys_chip_area_sq_um = 644
yosysSeqAreaShare_pct = 99.4
synth_warnings = 1
avgSynthCellArea_sq_um = 19.5
synth_adder_area_share_pct = 0
synth.area.mux_share_pct = 0
ys_ff = 32
ys_cells = 33
syn_area_sq_um = 644
synth_area_leader_cell = "dfxtp_1"
most_common_cell = "dfxtp_1"
synth-compound-area-share_pct = 0
yosysTopAreaCellShare_pct = 99.4
synthCells = 33
top_cells_by_area = "dfxtp_1 (99%), inv_1 (0.58%)"
yosys_most_used_dff = "dfxtp_1"
common_cells = "dfxtp_1 (32), inv_1 (1)"
synthSimpleGateAreaFrac_pct = 0
logic_family = "buffers and inverters"
xor_area_share_pct = 0

[critical_path]
worstPathCellList = "buf_2"
r2r_setup_slack_ns = 0.14
cp-start-kind = "flop"
crit_path_start = "out[8]$_DFF_N_"
path_class = "flop to output pin"
critical-path-max-stage-delay_ns = 0.30
rr_worst_depth = 0
path_max_fanout = 1
r2r-start = "temp2[5]$_DFF_P_"
crit_buf_inv = 1
cp.required_ns = 0.80
path_depth = 1
endpoint_kind = "output pin"
slowest_stage = "dfxtp_2"
crit_arrival_ns = 1.24
crit_family = "flip-flops"
reg2reg_to = "out[13]$_DFF_N_"

[global_routing]
gr-usage-met1_pct = 2.52
grt_overflow_total = 0
grt_busiest_layer = "met2"
grt_util_met3_pct = 1.68
grtUsageMet2_pct = 5.15
grt_pass1_wl_microns = 1930
grt_use_total_pct = 2.78
grt_max_degree = 11
grt_pass1_vias = 388
antenna_found_initial = 0

[run_status]
outcome = "finished, violations left"
violations = "setup timing"

[placed_design]
io_buffers = 24
place_ws_ns = -0.477
place_congestion = 0.651

[hold_path]
hold_end = "out[0]$_DFF_N_"
hold_path_class = "flop to flop"
min_path_cells = 0
min_from = "temp1[0]$_DFF_N_"

[final_layout]
drive_above_1_share_pct = 28.4
logic_gates = 0
area_growth_pct = 65.4
comb_area_sq_um = 0

[floorplan]
core_sq_um = 5470
ios = 25
initCoreUtil_pct = 11.8
chip_area_sq_um = 9030
placementRows = 27
fp.dieH_microns = 95
dieWidth_microns = 95

[power]
vdd_drop_max_v = 0.000967
p_leak_nw = 0.537
powerDensity_nw_per_um2 = 2520

[flow_run]
tool_warnings = 51
cap_violations = 0
## layer usage
metal | share of wire [%] | vias to the layer above | wire length, microns
met3 | 6.4 | 3 | 79
li1 | - | 205 | -
met1 | 33 | 159 | 403
met2 | 58 | 10 | 716
met4 | 3.1 | 0 | 38
met5 | 0 | - | 0
## cells in the final DEF, fill, tap and decap left out
master and count:
clkbuf_1 1, clkbuf_8 5, dfxtp_2 2, inv_1 24, buf_2 16, clkinv_2 2, dfxtp_1 30, clkdlybuf4s50_1 8
## worst max path at each step
stage | to | slack [ns]
after CTS | out[8] | -0.45
after global routing | out[8] | -0.48
final | out[8] | -0.44
## flip-flops by register name (all words and copies together) (netlist names)
signal  cells
temp1       8
out        16
temp2       8
## cell families after synthesis
group | count (synthesis)
DFF | 32
buffers and inverters | 1
## repair_timing
action | in CTS | in global routing
pin swaps | 0 | 0
gates resized | 48 | 2
endpoints found under the setup margin | 16 | 16
## layout make-up
type | count | area [sq um]
clock inverter | 26 | 100
tap | 72 | 90.1
timing repair buffer | 24 | 160
sequential | 32 | 643
fill | 600 | 4410
clock buffer | 6 | 72.6
## through the flow
stage | total power, mW | cells | hold slack [ns] | utilization, % | area (sq um)
after detailed placement | 1.64 | 129 | 0.312 | 17.8 | 975
final | 2.69 | 160 | 0.315 | 19.5 | 1070
after floorplan | 1.53 | 33 | 0.228 | - | 644
after global placement | 1.63 | 129 | 0.311 | 17.8 | 975
after CTS | 2.74 | 160 | 0.315 | 19.4 | 1060
after global routing | 2.89 | 160 | 0.317 | 19.5 | 1070
## where the power goes
| part | total, mW | internal, mW | switching [mW] |
|---|---|---|---|
| sequential | 1.37 | 1.35 | 0.0132 |
| clock | 1.26 | 0.608 | 0.652 |
| combinational | 0.0628 | 0.0482 | 0.0146 |
| total | 2.69 | 2.01 | 0.680 |
No activity file was given, so power comes from the tool's default toggle rates.
