$ cat /design/flow/design.v
module counter (                            
	input  logic       clock    ,           
	input  logic       reset    ,           
	input  logic       en,                  
	input  logic [31:0] max_count,          
	output bit         done     ,           
	output logic [31:0] count               
);
	always@(posedge clock) begin            
		if((reset) | (count==max_count-1))  
			count <= 0;                     
		else if(en)                         
			count <= count+1;               
	end
	assign done = (count==max_count-1);     
endmodule                                   
$ cat /design/flow/run.sh
#!/bin/bash
# OpenROAD 26Q1-2900-gdf79404cd8, Yosys 0.63+post, stock flow scripts
make -C /OpenROAD-flow-scripts/flow DESIGN_CONFIG=/design/flow/config.mk WORK_HOME=/design/flow/orfs finish
$ cat /design/flow/config.mk
export PLATFORM = sky130hd
export DESIGN_NAME = counter
export DESIGN_NICKNAME = counter
export VERILOG_FILES = /design/flow/design.v
export SDC_FILE = /design/flow/constraint.sdc
export NUM_CORES = 4
export LEC_CHECK = 1
export CORE_UTILIZATION = 40
$ cat /design/flow/constraint.sdc
current_design counter

set clk_period 14.7
set clk_io_pct 0.2

create_clock -name clk0 -period $clk_period [get_ports {clock}]

set non_clock_inputs [all_inputs -no_clocks]
set_input_delay [expr $clk_period * $clk_io_pct] -clock clk0 $non_clock_inputs
set_output_delay [expr $clk_period * $clk_io_pct] -clock clk0 [all_outputs]
==> job_summary.md <==
## Synthesis and layout report

| Metric | Value |
|---|---|
| Run status | finished clean |
| Max reg flops | 32 |
| F_max | 0.1034 GHz |
| Max IR drop VDD | ~0.00006 V |
| Top cells excl fill/tap | clkdlybuf4s50_1, xnor2_1, dfxtp_1 |
| Overflow after GRT | 0 |
| Sw Ratio | 0.2669 |
| # IOs | about 70 |
| Power Internal | 143.1 µW |
| Top cell family by delay on the critical path | simple AND/OR/NAND/NOR gates |
| Log Warnings | 25 |
| Hold Path End | count[31] |
| Setup_tns | 0 ps |
| TritonRoute pass-1 iters | 4 |
| Pins over their slew limit | 0 |
| Detail Route Antenna Nets | 0 |
| Final setup viols | 0 |
| Maximum number of pins on one net before global-route repair | 34 |
| Maxcap violations | 0 |
| Chip width | 86.77 µm |
| Max Used Layer | met4 |
| Row count | 30 |
| Hold Buf Count CTS | 0 |
| Detail Placement HPWL | approximately 6000 µm |
| Min-delay worst type | reg2reg |
| Static leakage | approximately 1.2 nW |
| Latency at later pin | ~290 ps |
| IO Port Bufs | about 67 |
| Slowest cell on crit path | or4_1 |
| Routed WL per cell | 15.72 µm |
| Final hold vios | 0 |
| Tcrit/Tclk final | 0.6576 |
| Worst R2R Path Depth | 8 |
| CTS root buf | clkbuf_8 |
| Part of the power in the clock network | 0.366 |
| Via density | 5.483 |
| Met1 WL | 4215 µm |
| Total track usage | 0.2187 |
| Reg2reg end | count[8] |
| Hold wc startpoint | count[31] |
| DIE HEIGHT | 86.77 µm |
| Registers, synthesis | 32 |
| First-pass GRT wire length | 12720 µm |
| Crit Path Class | in2out |
| Worst-Margin Slew | 717.2 ps |
| DR vias | 2829 |
| Resized Gates After CTS | 0 |
| Dpl cell area | 0.003607 mm² |
| Power share of the sequential group | 0.454 |
| PwrDens | 52.77 mW/mm² |
| Worst setup path start | max_count[0] |
| EDFF count, synth | 0 |
| R2R Path Start | count[0] |
| Total setup buffers inserted after CTS | 0 |
| Pre-Place Util | 0.4184 |
| Cell depth of the worst setup path | 12 |
| CTS buffer count | 5 |
| Final Instance Area | approximately 0.0037 mm² |
| Cell mode on critical path | clkdlybuf4s50_1 |
| H-tree depth | 2 |
| WP buf/inv | 4 |
| Final GP Congestion | approximately 0.85 |
| Ordered list of cells on the worst path | clkdlybuf4s50_1 > inv_1 > ha_1 > nor3b_1 > nand3_1 > or4_1 > o221ai_1 > a21oi_1 > nor4_4 > buf_4 > and2_1 > clkdlybuf4s50_1 |
| Fraction of layout cells with a size suffix above 1 | 0.07381 |
| Initial DRC count | 100 |
| CP startpoint kind | input pin |
| Max FO, Critical Path | 33 |
| Core area | 0.006869 mm² |
| CP peak stage delay | 550 ps |
| Crit path capture type | primary output |
| Flop2flop setup slack | about 12000 ps |
| Met3 Wirelength | 403 µm |
| Most numerous logic cell after layout | clkdlybuf4s50_1 |
| Fillcell total | between 600 and 700 |
| Cell Type Count | ~63 |
| Ys flop type | dfxtp_1 |
| Switch Pwr | about 52 µW |
| # DRC | 0 |
| Biggest register | count |
| Initial antenna violation count | 0 |
| RSZ-0062 raised after global routing | no |
| Post-route minimum period | 9667 ps |
| Bufs on Longest Clock Path | 2 |
| Relative slew slack | 0.5182 |
| Depth of the worst hold-timing path | 3 |
| Cells after Synth | 361 |
| # clock sinks | 32 |
| Clk_skew | 5.497 ps |
| Number of antenna repair diodes | 0 |
| Vias in the first global route | 2398 |
| Comb power frac | 0.180 |
| Largest regs | count (32) |
| Warning count from the yosys run | 1 |
| Synth Seq Share | 0.2229 |
| Met2 routed WL | 3394 µm |
| Post-synth ARST share | 0 |
| Data arrival, critical path | 6730 ps |
| CTS tree | done |
| WP data required | 11760 ps |
| Die area | 0.007528 mm² |
| Mean Syn Cell Area | 7.961 µm² |
| Synth Cell Area | between 0.002 and 0.003 mm² |
| Chip area in the Yosys report | 0.002874 mm² |
| CTS clk-pin slew, worst paths | 70 ps |
| Ys cells | approximately 360 |
| P&R area growth vs syn | 28.73% |
| Final WL | a little over 8000 µm |
==> worst register-to-register path, stage by stage (launching register included) <==
cell and delay (ps):
dfxtp_1 510, xor2_1 190, o211ai_1 100, nor4_1 320
nand3_1 120, or4_1 460, nor4_4 260, buf_4 370
a211oi_1 150
==> metal layers <==
metal / GRT usage / vias up
li1: - / 1465
met2: 0.3081 / 62
met5: 0 / -
met3: 0.02126 / 7
met1: 0.3736 / 1295
met4: 0.02273 / 0
==> power groups by stage <==
stage / registers (mW) / logic (mW) / clock network, mW
after CTS: 0.0887 / 0.0351 / 0.0720
after global routing: 0.0888 / 0.0382 / 0.0747
final: 0.0887 / 0.0351 / 0.0714
==> area by class of cell <==
| cell class | count | area (µm²) | share of cell area |
|---|---|---|---|
| clock inverters | 2 | 10.01 | 0.002705 |
| multi-input cells | 296 | 2097 | 0.5668 |
| repair buffers | 71 | 700.7 | 0.1894 |
| clock buffers | 6 | 82.58 | 0.02232 |
| flip-flops and latches | 32 | 640.6 | 0.1731 |
| inverters | 13 | 48.80 | 0.01319 |
| well taps | 96 | 120.1 | 0.03247 |
==> worst max path at each step <==
stage	slack, ps	end
after CTS	5040	done
after global routing	4740	done
final	5030	done
==> cells in the mapped netlist (3+ instances only) <==
cell type,instances,share of area
nand3_1,16,0.028
nand3b_1,3,0.0078
nor3_1,18,0.031
xnor2_1,41,0.12
xor2_1,24,0.073
o21ai_0,3,0.0052
o211ai_1,3,0.0078
and3_1,4,0.0087
clkbuf_1,10,0.013
nor4_1,16,0.035
inv_1,13,0.017
or2_2,3,0.0065
a21oi_1,21,0.037
a211oi_1,15,0.039
buf_2,7,0.012
mux2i_1,3,0.010
nand2_1,19,0.025
or4_1,5,0.013
nand4_1,11,0.024
or3_1,7,0.015
nor4_4,3,0.022
o211a_1,3,0.010
nor2_1,16,0.021
dfxtp_1,32,0.22
nand2b_1,17,0.037
==> stage by stage <==
stage / std cells / power (mW) / utilization / hold slack (ps) / setup WS [ps]
4_1_cts: 516 / 0.1958 / 0.5386 / 617.8 / 5045
5_1_grt: 516 / 0.2017 / 0.5386 / 661.9 / 4741
3_3_place_gp: 508 / 0.1258 / 0.5251 / 612.4 / 5137
2_1_floorplan: 361 / 0.1083 / - / 538.7 / 6470
6_report: 516 / 0.1952 / 0.5386 / 612.4 / 5033
3_5_place_dp: 508 / 0.1256 / 0.5251 / 604.2 / 5071
==> cell families after synthesis <==
group / share of synthesized area
buffers and inverters: 0.04746
DFF: 0.2229
AOI/OAI and AO/OA: 0.1728
and+or+nand+nor: 0.3357
muxes: 0.01437
xor gates and xnor gates: 0.1981
adders and majority gates: 0.008706
Power is estimated from default activity; no workload was simulated.
